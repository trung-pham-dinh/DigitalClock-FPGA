--- flow/config.mk ---
export PLATFORM = sky130hd
export DESIGN_NAME = minute
export DESIGN_NICKNAME = minute
export VERILOG_FILES = /design/flow/design.v
export SDC_FILE = /design/flow/constraint.sdc
export NUM_CORES = 4
export LEC_CHECK = 1
export CORE_AREA = 10 10 89 89
export DIE_AREA = 0 0 99 99
--- flow/constraint.sdc ---
current_design minute

set clk_period 6.5
set clk_io_pct 0.2

create_clock -name clk0 -period $clk_period [get_ports {clk50}]

set non_clock_inputs [all_inputs -no_clocks]
set_input_delay [expr $clk_period * $clk_io_pct] -clock clk0 $non_clock_inputs
set_output_delay [expr $clk_period * $clk_io_pct] -clock clk0 [all_outputs]
--- flow/design.v ---
module led7_decoder(enable, bcd_in, out_7seg);  
	output [6:0]out_7seg;
	input enable;
	input [3:0]bcd_in;
	assign out_7seg[0] = ~((~bcd_in[2]&~bcd_in[0]) | (bcd_in[2]&bcd_in[0]) | bcd_in[3] | bcd_in[1]) | ~enable;
	assign out_7seg[1] = ~(~bcd_in[2] | (~bcd_in[1]&~bcd_in[0]) | (bcd_in[1]&bcd_in[0])) | ~enable;
	assign out_7seg[2] = ~(~bcd_in[1] | bcd_in[2] | bcd_in[0]) | ~enable;
	assign out_7seg[3] = ~((~bcd_in[2]&~bcd_in[0]) | bcd_in[3] | (bcd_in[2]&~bcd_in[1]&bcd_in[0]) | (bcd_in[1]&~bcd_in[0]) | (~bcd_in[2]&bcd_in[1])) | ~enable;
	assign out_7seg[4] = ~((~bcd_in[2]&~bcd_in[0]) | (bcd_in[1]&~bcd_in[0])) | ~enable;
	assign out_7seg[5] = ~(bcd_in[3] | bcd_in[2]&~bcd_in[0] | bcd_in[2]&~bcd_in[1] | ~bcd_in[1]&~bcd_in[0]) | ~enable;
	assign out_7seg[6] = ~(bcd_in[3] | bcd_in[2]&~bcd_in[1] | ~bcd_in[2]&bcd_in[1] | bcd_in[1]&~bcd_in[0]) | ~enable;
endmodule	
module minute(clk50,control0,control1,equal60_min,led2,led1,reset,equal60,disable_min);
	input reset,clk50,disable_min;
	input control1,control0;
	input equal60;
	output reg equal60_min;
	reg [5:0]count;
	reg [5:0]count_dis;
	output [6:0]led2,led1;
	reg enable,enable1;
	wire [3:0]out1,out2;
	always @(posedge clk50, negedge reset)
	begin
		if(~reset) 
			begin
				count <= 59;
				equal60_min <= 0;
				enable <= 0;
				enable1 <= 0;
			end
		else if(~control1 && ~enable1)
			begin
				enable1 <= 1;
				if(control0)
					begin
						count <=  count + 1;
						if(count>=60) count <= 0;
					end
				else
					begin
						count <= count - 1;
						if(count==0) count <= 59;
					end
			end
		else if(control1 && enable1)
			begin
				enable1 <= 0;
			end
		else if(equal60 && ~enable && ~disable_min)
			begin
				enable <= 1;
				if(count == 59)
					begin
						equal60_min <= 1;
						count <= count +1;
					end
				else if(count == 60)
						count <= 1;
				else
					begin
						count <= count + 1;
					end
			end
		else if(~equal60 && enable)
			begin
				equal60_min <= 0;
				enable = 0;
			end
	end
	always @(count)
	begin
		if(count == 60)
			count_dis <= 0;
		else
			count_dis <= count;
	end
	separate A(count_dis,out1,out2);
	led7_decoder B(1,out1,led1);
	led7_decoder C(1,out2,led2);
endmodule    
module separate(in, out1, out2);
	input [5:0]in;
	output reg [3:0]out1,out2;
	always @ (in)
	begin 
		if(in<=9)
			{out2,out1} = in;
		else if(in<=19)
			{out2,out1} = in+ 6;
		else if(in<=29)
			begin
				out2 = 2;
				out1 = in - 20;
			end
		else if(in<=39)
			begin
				out2 = 3;
				out1 = in-30;
			end
		else if(in<=49)
			begin
				out2 = 4;
				out1 = in-40;
			end
		else if(in<=59)
			begin
				out2 = 5;
				out1 = in-50;
			end
		else if(in<=69)
			begin
				out2 = 6;
				out1 = in-60;
			end
	end
endmodule 
--- flow/run.sh ---
#!/bin/bash
# OpenROAD 26Q1-2900-gdf79404cd8, Yosys 0.63+post, stock flow scripts
make -C /OpenROAD-flow-scripts/flow DESIGN_CONFIG=/design/flow/config.mk WORK_HOME=/design/flow/orfs finish
==> GITHUB_STEP_SUMMARY <==
### Metrics collected by this job

| Metric | Value |
|---|---|
| Endpoints failing hold | 0 |
| Antenna cells | 0 |
| CTS Buf Count | 3 |
| First-pass GRT wire length | roughly 6.9 mm |
| Vias | 1,527 |
| Yosys cell types | ~53 |
| Post-DP Area | 1750 µm² |
| Clk pin slew, worst setup/hold paths | about 0.050 ns |
| Max-cap violations | 0 |
| Post-synth EDFFs | 0 |
| Ys async rst share | 1.00 |
| DP HPWL | between 3 and 4 mm |
| DRC viols | 0 |
| Root buf cell | clkbuf_8 |
| RePlAce Congestion | 0.887 |
| CP Class | reg2out |
| CP Data Required Time | 5.20 ns |
| Cell at the slowest stage of the critical path | dfstp_2 |
| Maximum level of the CTS H-tree | 1 |
| Vias/cell | 5.21 |
| Max transition margin | 0.424 |
| Routed len/inst | between 10 and 15 µm |
| Setup TNS | 0 ns |
| Top Layout Cells | nand2_1, clkdlybuf4s50_1, a21oi_1, ha_1, nor2_1 |
| Most numerous logic cell after layout | nand2_1 |
| Yosys stat chip area | 1490 µm² |
| Mapped cell area | 1490 µm² |
| Tool Warnings | 37 |
| Main synth FF type | dfstp_2 |
| Slew Limit Fails | 0 |
| Skew-Pair Late Insertion Delay | 0.23 ns |
| Vias in the first global route | around 1,400 |
| Synthesis-to-layout area growth | 19.8% |
| Core area | 5990 µm² |
| CTS Hold Bufs | 0 |
| Die Area | ~9800 µm² |
| Final Cycle Share | 0.807 |
| CTS tree | done |
| Crit path cell chain | ha_1, nand4_1, nand2_1, ha_1, inv_1, nor2_1, o32ai_2, nand3_2, or3_4, a211oi_2, clkdlybuf4s50_1 |
| WP data arrival | 3.94 ns |
| Least-Margin Pin Slew | between 0.8 and 0.9 ns |
| Total global routing overflow | 0 |
| Ys flops | 9 |
| Post-CTS setup buffer count | 0 |
| Port buffer count | 20 |
| Mapped Cells | between 200 and 250 |
| Share of cells above drive strength 1 | 0.115 |
| I/O pin total | 21 |
| Final Skew | 0.00407 ns |
| Post-CTS Resized | 0 |
| Final ANT Viol Nets | 0 |
| Die Y | 99 µm |
| Final min period | 5.24 ns |
| Initial antenna violation count | 0 |
| Highest Clock Rate | about 0.19 GHz |
| Post-route cell area | 1790 µm² |
| Register area share after synthesis | 0.155 |
| Outcome | completed |
| Power Density | between 500 and 600 nW/µm² |
| CP Launch Type | flip-flop |
| Post-Route WL | around 3.9 mm |
| Drt first-iter violations | 174 |
| Initial Util | 0.249 |
| YS warnings | 4 |
| Die width | 99 µm |
| Setup crit end kind | output port |
| Top cell by count, worst path | ha_1 |
| First drt pass iteration count | 4 |
| Final setup viols | 0 |
| Row count | 28 |
| CP peak stage delay | approximately 0.72 ns |
| Largest net degree at the start of global routing | 19 |
| Hold WC Path Type | reg2reg |
| GRT Total Usage | 0.0780 |
| Crit Path Max Fanout | 18 |
| Leakage power | 0.709 nW |
| Cells in synth_stat.txt | 203 |
| Worst VDD drop | 0.000198 V |
| Syn Area/Cell | 7.36 µm² |
| Clock buffer depth | 2 |
| CTS Sinks | 9 |
| Unrepaired setup endpoints after global routing | false |
-- final timing paths --
path	startpoint	endpoint	slack (ns)	cells past startpoint
max	count[3]	led1[3]	1.26	11
min	enable	equal60_min	0.49	1
max reg2reg	count[3]	count[4]	3.57	7
min reg2reg	enable	equal60_min	0.49	1
max in group asynchronous	reset	count[4]	4.78	1
min in group asynchronous	reset	enable1	1.38	1
-- synth_stat cells, drive strengths merged, types with 2 or more instances --
cell / number / area share
o221ai: 2 / 0.016
a31oi: 5 / 0.021
o22ai: 4 / 0.017
o31ai: 3 / 0.015
and2: 6 / 0.027
o21ai: 13 / 0.044
nand4: 4 / 0.017
ha: 19 / 0.16
a211oi: 7 / 0.042
nand3: 7 / 0.027
or2: 2 / 0.0084
a21o: 2 / 0.010
clkbuf: 4 / 0.010
nand2b: 2 / 0.0084
dfstp: 5 / 0.088
nand2: 25 / 0.063
and3: 2 / 0.0084
inv: 15 / 0.038
nor4: 2 / 0.0084
or3: 2 / 0.012
nor3: 2 / 0.0067
nor2: 18 / 0.045
buf: 5 / 0.018
mux2: 2 / 0.015
dfrtp: 4 / 0.067
a21oi: 19 / 0.064
o311ai: 2 / 0.022
a21boi: 2 / 0.010
xnor2: 3 / 0.018
-- routing by layer --
metal / GRT usage / routed length (µm) / up-vias
met3: 0.0120 / 265 / 4
met2: 0.116 / 1690 / 62
met4: 0.0121 / 29 / 0
li1: - / - / 767
met5: 0 / 0 / -
met1: 0.117 / 1920 / 694
-- worst max-delay path, delay by kind of cell (launching register included) --
kind / cells / cell delay [ns]
compound gates: 2 / 0.28
fa+ha+maj: 2 / 0.66
flops: 1 / 0.72
buf+inv: 2 / 0.56
simple gates: 5 / 1.49
-- cell type report --
class / instances / area [µm²]
sequential: 9 / 231
tap: 75 / 93.8
multi-input combinational: 170 / 1160
timing repair buffer: 20 / 200
clock buffer: 4 / 45.0
inverter: 15 / 56.3
fill: 613 / 4200
-- logic make-up (layout without fill, tap and decap cells) --
kind of cell               after synthesis  count (layout)  synth area share
and+or+nand+nor                         75              75             0.248
xor gates and xnor gates                 4               4            0.0235
AOI/OAI and AO/OA                       70              70             0.333
DFF                                      9               9             0.155
buffers and inverters                   24              39            0.0662
adders and majority gates               19              19             0.159
muxes                                    2               2            0.0151
-- where the power goes --
group          switching (W)  leakage (nW)  internal, W
Combinational       0.000415         0.583     0.000422
Clock              0.0000222        0.0228    0.0000428
Sequential         0.0000647         0.103    0.0000923
-- state kept, by name (all words and copies together), names as in the netlist --
signal and flops:
count 6, equal60_min 1, enable1 1, enable 1
-- per-stage QoR --
step	util	hold WS, ns	instances	setup WS [ns]	total power (W)
4_1_cts	0.299	0.483	293	1.24	0.00106
5_1_grt	0.299	0.507	293	0.965	0.00119
3_3_place_gp	0.291	0.461	289	1.58	0.00100
3_5_place_dp	0.291	0.477	289	1.50	0.000994
2_1_floorplan	-	0.441	203	2.49	0.000671
6_report	0.299	0.491	293	1.26	0.00106
Power and IR drop assume default switching activity.
