[flow/run.sh]
#!/bin/bash
# OpenROAD 26Q1-2900-gdf79404cd8, Yosys 0.63+post, stock flow scripts
make -C /OpenROAD-flow-scripts/flow DESIGN_CONFIG=/design/flow/config.mk WORK_HOME=/design/flow/orfs finish
[flow/config.mk]
export PLATFORM = sky130hd
export DESIGN_NAME = combine
export DESIGN_NICKNAME = combine
export VERILOG_FILES = /design/flow/design.v
export SDC_FILE = /design/flow/constraint.sdc
export NUM_CORES = 4
export LEC_CHECK = 1
export CORE_UTILIZATION = 40
[flow/design.v]
module FSM(clk50,clock,K0,K1,K2,K3, trans ,dis_s,dis_m,dis_h ,c1s,c0s, c1m,c0m, c1h,c0h,reset,state7);
	input K0,K1,K2,K3, trans, reset,clock,clk50;
	output reg dis_s,dis_m,dis_h ,c1s, c1m, c1h,c0s,c0m,c0h;
	output [6:0]state7;
	 reg [3:0] fstate;
    reg [3:0] reg_state;
	 reg [1:0]trig;
	 reg chan_s,chan_m,chan_h;
    parameter idle=0,sec_set=1,min_set=2,hour_set=3;
	 led7_decoder A(1,fstate,state7);
	always @(posedge clock)
    begin
        fstate <= reg_state;
    end
	 always @(fstate or reset or trans)
    begin
        if (~reset) begin
            reg_state <= idle;
				dis_s <= 0;
				dis_m <= 0;
				dis_h <= 0;
        end
		  else	begin
				case (fstate)
				idle		:	begin
					dis_s <= 0;
					dis_m <= 0;
					dis_h <= 0;
					if(trans)
						reg_state <= sec_set;
					else if(~trans)
						reg_state <= idle;
					else
						reg_state <= idle;
				end
				sec_set	:	begin
					dis_s <= 1;
					dis_m <= 0;
					dis_h <= 0;
					if(trans)
						reg_state <= min_set;
					else if(~trans)
						reg_state <= sec_set;
					else
						reg_state <= sec_set;
				end
				min_set	:begin
					dis_s <= 0;
					dis_m <= 1;
					dis_h <= 0;
					if(trans)
						reg_state <= hour_set;
					else if(~trans)
						reg_state <= min_set;
					else
						reg_state <= min_set;
				end
				hour_set	:	begin
					dis_s <= 0;
					dis_m <= 0;
					dis_h <= 1;
					if(trans)
						reg_state <= idle;
					else if(~trans)
						reg_state <= hour_set;
					else
						reg_state <= hour_set;
				end
				default: begin
               dis_s <= 0;
					dis_m <= 0;
					dis_h <= 0;
					reg_state <= idle;
            end
				endcase
		  end
	 end
	always @ (posedge clk50, negedge reset)
	begin
		if(~reset) 
			begin
				trig <= 0;  
					c1s<=1;  
					c1m<=1;  
					c1h<=1;  
					c0s<=0;  
					c0m<=0;  
					c0h<=0;  
					chan_s<=0;  
					chan_m<=0;  
					chan_h<=0;  
			end
		else if(~K0 && ~trig)
			begin
				c0s <= 1;  
				trig <= 1;
				chan_s<=1;
			end
		else if(~K1 && ~trig)
			begin
				c0m <= 1;  
				trig <= 1;
				chan_m<=1;
			end
		else if(~K2 && ~trig)
			begin
				c0h <= 1;  
				trig <= 1;
				chan_h<=1;
			end
		else if(~K3 && ~trig)
			begin
				c0s <= 0;  
				c0m <= 0;  
				c0h <= 0;  
				trig <= 1;
				chan_s<=1;
				chan_m<=1;
				chan_h<=1;
			end
		else if(K1 && K0 && K2 && K3)
			begin
				if(trig==1)  
					begin
						trig <= 2;
						if(chan_s && chan_m && chan_h)
							begin
								c1s<=0;  
								c1m<=0;
								c1h<=0;
							end
						else if(chan_s)
							c1s<=0;  
						else if(chan_m)
							c1m <= 0;  
						else if(chan_h)
							c1h <= 0;  
					end
				else if(trig==2)  
					begin
						trig <= 3;
						c1s<=1;
						c1m<=1;
						c1h<=1;
					end
				else if(trig==3)  
					begin
						c0s<=0;
						c0m<=0;
						c0h<=0;
						trig<=0;
						chan_s<=0;
						chan_m<=0;
						chan_h<=0;
					end
			end
	end
endmodule 
module combine(CLOCK_50,clk1,   K0,K1,K2,K3,trans,reset,  HEX5,HEX4,HEX3,HEX2,HEX1,HEX0,  count_dis_s,count_dis_m,count, state7,  c1s,c0s,c1m,c0m,c1h,c0h,equal60_min,equal60);
	input CLOCK_50,clk1,K0,K1,K2,K3, trans,reset;
	output [6:0]HEX1,HEX0,HEX2,HEX3,HEX4,HEX5; 
	output [5:0]count_dis_s,count_dis_m,count;
	output [6:0]state7;
	output c1s,c0s,c1m,c0m,c1h,c0h;
	output equal60_min,equal60;
	t_second A(CLOCK_50, c0s    ,c1s     ,equal60    ,HEX1[6:0],HEX0[6:0], reset,dis_s,count_dis_s);
	t_minute B(CLOCK_50,c0m     ,c1m     ,equal60_min,HEX3[6:0],HEX2[6:0], reset,equal60,dis_m,count_dis_m);
	t_hour C(CLOCK_50    ,equal60_min,c0h,c1h,HEX5[6:0],HEX4[6:0],reset,dis_h,count);
	FSM D(CLOCK_50,clk1,K0,K1,K2,K3, trans ,dis_s,dis_m,dis_h ,c1s,c0s, c1m,c0m, c1h,c0h,reset,state7);
endmodule 
module led7_decoder(enable, bcd_in, out_7seg);  
	output [6:0]out_7seg;
	input enable;
	input [3:0]bcd_in;
	assign out_7seg[0] = ~((~bcd_in[2]&~bcd_in[0]) | (bcd_in[2]&bcd_in[0]) | bcd_in[3] | bcd_in[1]) | ~enable;
	assign out_7seg[1] = ~(~bcd_in[2] | (~bcd_in[1]&~bcd_in[0]) | (bcd_in[1]&bcd_in[0])) | ~enable;
	assign out_7seg[2] = ~(~bcd_in[1] | bcd_in[2] | bcd_in[0]) | ~enable;
	assign out_7seg[3] = ~((~bcd_in[2]&~bcd_in[0]) | bcd_in[3] | (bcd_in[2]&~bcd_in[1]&bcd_in[0]) | (bcd_in[1]&~bcd_in[0]) | (~bcd_in[2]&bcd_in[1])) | ~enable;
	assign out_7seg[4] = ~((~bcd_in[2]&~bcd_in[0]) | (bcd_in[1]&~bcd_in[0])) | ~enable;
	assign out_7seg[5] = ~(bcd_in[3] | bcd_in[2]&~bcd_in[0] | bcd_in[2]&~bcd_in[1] | ~bcd_in[1]&~bcd_in[0]) | ~enable;
	assign out_7seg[6] = ~(bcd_in[3] | bcd_in[2]&~bcd_in[1] | ~bcd_in[2]&bcd_in[1] | bcd_in[1]&~bcd_in[0]) | ~enable;
endmodule	
module separate(in, out1, out2);
	input [5:0]in;
	output reg [3:0]out1,out2;
	always @ (in)
	begin 
		if(in<=9)
			{out2,out1} = in;
		else if(in<=19)
			{out2,out1} = in+ 6;
		else if(in<=29)
			begin
				out2 = 2;
				out1 = in - 20;
			end
		else if(in<=39)
			begin
				out2 = 3;
				out1 = in-30;
			end
		else if(in<=49)
			begin
				out2 = 4;
				out1 = in-40;
			end
		else if(in<=59)
			begin
				out2 = 5;
				out1 = in-50;
			end
		else if(in<=69)
			begin
				out2 = 6;
				out1 = in-60;
			end
	end
endmodule 
module t_hour(clk50,equal60,control0,control1,led2,led1,reset,disable_hour,count);
	input reset,clk50,disable_hour;
	input control0,control1;
	input equal60;
	output [6:0]led2,led1;
	output reg [5:0]count;
	reg enable,enable1;
	wire [3:0]out1,out2;
	always @(posedge clk50, negedge reset)
	begin
		if(~reset) 
			begin
				count <= 23;
				enable <= 0;
				enable1 <= 0;
			end
		else if(~control1 && ~enable1)
			begin
				enable1 <= 1;
				if(control0)
					begin
						count <=  count + 1;
						if(count>=23) count <= 0;
					end
				else
					begin
						count <= count - 1;
						if(count==0) count <= 23;
					end
			end
		else if(control1 && enable1)
			begin
				enable1 <= 0;
			end
		else if(equal60 && ~enable && ~disable_hour)
			begin
				enable <= 1;
				if(count == 23)
					count <= 0;
				else if(count<23)
					count <= count + 1;
			end
		else if(~equal60 && enable)
			begin
				enable = 0;
			end
	end 
	separate A(count,out1,out2);
	led7_decoder B(1,out1,led1);
	led7_decoder C(1,out2,led2);
endmodule
module t_minute(clk50,control0,control1,equal60_min,led2,led1,reset,equal60,disable_min,count_dis);
	input reset,clk50,disable_min;
	input control1,control0;
	input equal60;
	output reg equal60_min;
	reg [5:0]count;
	output reg [5:0]count_dis;
	output [6:0]led2,led1;
	reg enable,enable1;
	wire [3:0]out1,out2;
	always @(posedge clk50, negedge reset)
	begin
		if(~reset) 
			begin
				count <= 59;
				equal60_min <= 0;
				enable <= 0;
				enable1 <= 0;
			end
		else if(~control1 && ~enable1)
			begin
				enable1 <= 1;
				if(control0)
					begin
						count <=  count + 1;
						if(count>=60) count <= 0;
					end
				else
					begin
						count <= count - 1;
						if(count==0) count <= 59;
					end
			end
		else if(control1 && enable1)
			begin
				enable1 <= 0;
			end
		else if(equal60 && ~enable && ~disable_min)
			begin
				enable <= 1;
				if(count == 59)
					begin
						equal60_min <= 1;
						count <= count +1;
					end
				else if(count == 60)
						count <= 1;
				else
					begin
						count <= count + 1;
					end
			end
		else if(~equal60 && enable)
			begin
				equal60_min <= 0;
				enable = 0;
			end
	end
	always @(count)
	begin
		if(count == 60)
			count_dis <= 0;
		else
			count_dis <= count;
	end
	separate A(count_dis,out1,out2);
	led7_decoder B(1,out1,led1);
	led7_decoder C(1,out2,led2);
endmodule
module t_second(clk50,control0,control1,equal60,led2,led1,reset,disable_clk,count_dis);
	input clk50,reset,disable_clk;
	input control0,control1;
	output reg equal60;
	reg [5:0]count;
	output reg [5:0]count_dis;
	output [6:0]led2,led1;
	integer count50;
	wire [3:0]out1,out2;
	reg enable;
	always @(posedge clk50, negedge reset)
	begin
		if(~reset)
			begin
				count <= 0;
				equal60 <= 0;
				count50 <= 0;
				enable <= 0;
			end
		else if(~control1 && ~enable)
			begin
				enable <= 1;
				if(control0)
					begin
						count <=  count + 1;
						if(count>=60) count <= 0;
					end
				else
					begin
						count <= count - 1;
						if(count==0) count <= 59;
					end
			end
		else if(control1 && enable)
			begin
				enable <= 0;
			end
		else if(~disable_clk)
			begin
							if(count50 > 49 )  
					begin
						count50 <= 0;
						if(count == 59)
							begin
								equal60 <= 1;
								count <= count +1;
							end
						else if(count == 60)
								count <= 1;
						else
							begin
								equal60 <= 0;
								count <= count + 1;
							end
					end
				else count50 <= count50 + 1;
			end
	end
	always@(count)
	begin
		if(count == 60)
			count_dis <= 0;
		else
			count_dis <= count;
	end
	separate A(count_dis,out1,out2);
	led7_decoder B(1,out1,led1);
	led7_decoder C(1,out2,led2);
endmodule 
[flow/constraint.sdc]
current_design combine

set clk_period 5.1
set clk_io_pct 0.2

create_clock -name clk0 -period $clk_period [get_ports {CLOCK_50}]
create_clock -name clk1 -period $clk_period [get_ports {clk1}]

set non_clock_inputs [all_inputs -no_clocks]
set_input_delay [expr $clk_period * $clk_io_pct] -clock clk0 $non_clock_inputs
set_output_delay [expr $clk_period * $clk_io_pct] -clock clk0 [all_outputs]
==> run notes <==
The flow completed. The max-slew check reports its worst relative slack as 47.9%. For reference, the top cells by area after synthesis are dfrtp_1, ha_1, dfstp_2, nand2_1, a21oi_1. For this design the top-level I/O count stands at 83. TritonCTS built the clock tree. Total grt overflow landed at 0.

Detailed router's first-iteration violation count landed at 330. Entering global routing, the biggest net connects 38 pins. Summed standard-cell area reported by yosys landed at 0.00644 mm^2. In the routed netlist, the antenna diode instances number 0.

Worst-case clock skew landed at 9.56 ps. Post-detailed-placement half-perimeter wirelength landed at 10900 um. Synthesized area landed at 0.00644 mm^2.

Total detailed-routing wirelength landed at 14800 um. According to the timing report, the data required time at the worst endpoint equals 4080 ps. Per the run summary, max-cap violations total 0.

Hold violation total from the final report landed at 0. Per the detail_route report, the via count comes to 5840. The run finished with clean final reports. Per STA, the worst path accumulates the most delay in the family simple AND/OR/NAND/NOR gates.

For this design the ratio of total power to cell area is 646 mW/mm^2. The signal on the critical path passes through inv_1, ha_4, nand4_4, nand2_2, ha_1, or4b_1, o31ai_1, a211oi_1, o211ai_1, inv_1, a21o_1, a211oi_1, clkdlybuf4s50_1. By instance count after routing, the leading logic cell types are nand2_1, clkdlybuf4s50_1, ha_1. In the global route stage, overall resource usage came out at 18.5%. Tally of yosys warning messages landed at 15. Final standard cell utilization of the core landed at 49.4%.

The critical path in this run is classified as flop to output port. Dividing the detail-routed via count by the number of cells gives 5.34. After detailed routing, the number of remaining DRC violations is 0. Gate count after technology mapping landed at 805. The layout summary lists the proportion of cells stronger than drive strength 1 as 9.00%. In this run the worst path has a maximum fanout of 10. After the flow finishes, the layout carries non-filler instances totaling 1094. Total power after layout landed at 5.05 mW. The flow measured a signed area growth from synthesis to layout of 21.3%. The logs give a warning total of 67. STA classifies the critical path endpoint as an output port. The worst hold path belongs to the class flop to flop. Number of instances in the placed design landed at 1073.

In this run the tool buffered the top-level ports with 80 buffer cells. Count of flip-flops with a built-in enable after synthesis landed at 0. Final hold analysis gives a worst-case slack of 500 ps.

Number of iterations in the first detailed-routing pass landed at 7. Looking at the critical path, the single cell with the biggest stage delay is or4b_1. Die extent in y landed at 129 um. The synthesis report names the predominant flop master as dfrtp_1. The library cell used most frequently in the layout, excluding fill and tap cells, is nand2_1. TritonCTS reports the number of clock sinks as 70.

Synthesis inferred 70 register bits. Average wire length per cell after detail routing landed at 13.5 um. The via count of the first global-routing pass was 5081. X dimension of the die landed at 129 um. In the final timing run, aggregate negative setup slack is 0 ps.

The transition time recorded at the tightest slew-check pin is 774 ps. Proportion of synthesized chip area in sequential cells landed at 27.3%. Wire length of the first global-routing pass landed at 24700 um. For this run, asynchronously set or reset flops after synthesis account for 97.1%.

Register clock-pin slew on the reported worst setup and hold paths landed at 60 ps. At the end of routability-driven placement, the weighted congestion stood at 0.922. The worst setup path is launched from a flop. Nets still carrying antenna violations after routing amount to 0.

Per the synthesis report, the single largest cell type by area occupies 21.8% of cell area. The initial antenna violation count came to 0. Together, buffers and inverters on the worst path number 3. A synthesized cell averages 8.00 um^2. Setup repair after global routing left no endpoint under its margin. The synthesized design spends more area on one cell type than any other, namely dfrtp_1.

Count of distinct cell types in the synthesized netlist landed at 84. For this design, the CTS-stage hold fixing added 0 buffers. In the Yosys report the total cell count is 805. Total die size landed at 0.0166 mm^2. Fraction of the core area occupied by cells at floorplan landed at 40.7%. In this run the VDD rail shows a maximum IR drop of 477 uV. Placeable core region landed at 0.0158 mm^2. The timing report gives the biggest stage delay along the critical path as 510 ps. In the final report, the number of pins over their slew limit comes to 0.

The final timing report counts setup violations totalling 0. Number of cell rows landed at 46. For this design the static power due to leakage is 3.30 nW. Data arrives at the worst endpoint at 3780 ps.
-- final cells by class --
cell class,instances,area [um^2]
Tap cell,216,270
Inverter,57,214
Fill cell,1499,8010
Timing Repair Buffer,89,866
Clock buffer,13,314
Clock inverter,6,63.8
Sequential cell,70,1760
Multi-Input combinational cell,643,4330
-- cell families after synthesis --
kind of cell               after synthesis  synth area share (%)
and+or+nand+nor                        308                  24.4
AOI/OAI and AO/OA                      222                  22.9
adders and majority gates               64                  12.4
buffers and inverters                   92                  5.92
xor gates and xnor gates                37                  5.15
other                                    1                0.0582
DFF                                     70                  27.3
muxes                                   11                  1.85
-- worst paths after layout --
kind | startpoint | end | slack [ps] | cells after the start
worst max-delay path | A.count[1]$_DFFE_PN0P_ | HEX0[3] | 300 | 13
worst min-delay path | D.chan_h$_DFFE_PN0P_ | D.chan_h$_DFFE_PN0P_ | 500 | 2
worst max register to register | A.count50[0]$_DFFE_PN0P_ | A.count[3]$_DFFE_PN0P_ | 2400 | 9
worst min register to register | D.chan_h$_DFFE_PN0P_ | D.chan_h$_DFFE_PN0P_ | 500 | 2
max in group clk1 | trans | D.fstate[1]$_SDFF_PN0_ | 3340 | 4
max in group asynchronous | reset | B.count[3]$_DFFE_PN1P_ | 3590 | 2
min in group asynchronous | reset | A.count50[25]$_DFFE_PN0P_ | 650 | 1
min in group clk1 | D.fstate[1]$_SDFF_PN0_ | D.fstate[1]$_SDFF_PN0_ | 720 | 2
-- power by group --
part / switching (mW) / internal, mW
registers: 0.219 / 0.703
logic: 1.59 / 1.80
clock network: 0.248 / 0.490
total: 2.06 / 2.99
-- worst reg2reg max path: cells and delay by family, from the launching register on --
family | cells | cell delay, ps
buffers and inverters | 1 | 80
and+or+nand+nor | 2 | 690
DFF | 1 | 380
adders and majority gates | 1 | 200
AOI/OAI and AO/OA | 5 | 1240
-- state kept, by name (all words and copies together) (netlist names), 2 cells and up --
register / flops
B.count: 6
D.trig: 2
D.fstate: 2
A.count: 6
A.count50: 32
C.count: 6
-- layer usage --
layer	track usage (%)	vias to the layer above	part of all wire, %	wire (um)
li1	-	2994	-	-
met1	28.9	2720	51	7500
met2	29.2	112	45	6700
met3	1.36	14	3.1	462
met4	2.35	0	0.91	134
met5	0	-	0	0
-- what timing repair did --
| action | in CTS | in global routing |
|---|---|---|
| setup buffers | 0 | 2 |
| resized | 0 | 5 |
| setup endpoints to repair | 0 | 5 |
-- synthesized netlist by cell type (all sizes together), types with 3 or more instances --
master	count
a21oi	62
nor2b	10
and2	22
o21ai	54
nand3	27
dfstp	12
nand2	86
o31ai	9
nor3b	8
or3	6
o22ai	11
xor2	22
o311a	3
nand3b	4
nand2b	19
a21o	5
xnor2	15
a211oi	12
nor3	18
nor4	9
a22o	6
o211ai	5
clkbuf	20
and4	3
mux2	7
or2	7
mux2i	4
nor2	64
buf	15
o32ai	3
inv	57
ha	64
nand4	9
and3	11
a22oi	6
a21boi	6
a32oi	3
a31oi	14
dfrtp	56
-- stage by stage --
stage	instance area, um^2	worst slack (ps)
6_report	7820	305
3_3_place_gp	7400	548
5_1_grt	7820	45.8
2_1_floorplan	6440	1340
4_1_cts	7770	45.4
3_5_place_dp	7400	424
Power and IR drop assume default switching activity.
