==> flow/design.v <==
module led7_decoder(enable, bcd_in, out_7seg);  
	output [6:0]out_7seg;
	input enable;
	input [3:0]bcd_in;
	assign out_7seg[0] = ~((~bcd_in[2]&~bcd_in[0]) | (bcd_in[2]&bcd_in[0]) | bcd_in[3] | bcd_in[1]) | ~enable;
	assign out_7seg[1] = ~(~bcd_in[2] | (~bcd_in[1]&~bcd_in[0]) | (bcd_in[1]&bcd_in[0])) | ~enable;
	assign out_7seg[2] = ~(~bcd_in[1] | bcd_in[2] | bcd_in[0]) | ~enable;
	assign out_7seg[3] = ~((~bcd_in[2]&~bcd_in[0]) | bcd_in[3] | (bcd_in[2]&~bcd_in[1]&bcd_in[0]) | (bcd_in[1]&~bcd_in[0]) | (~bcd_in[2]&bcd_in[1])) | ~enable;
	assign out_7seg[4] = ~((~bcd_in[2]&~bcd_in[0]) | (bcd_in[1]&~bcd_in[0])) | ~enable;
	assign out_7seg[5] = ~(bcd_in[3] | bcd_in[2]&~bcd_in[0] | bcd_in[2]&~bcd_in[1] | ~bcd_in[1]&~bcd_in[0]) | ~enable;
	assign out_7seg[6] = ~(bcd_in[3] | bcd_in[2]&~bcd_in[1] | ~bcd_in[2]&bcd_in[1] | bcd_in[1]&~bcd_in[0]) | ~enable;
endmodule	
module second(clk50,control0,control1,equal60,led2,led1,reset,disable_clk);
	input clk50,reset,disable_clk;
	input control0,control1;
	output reg equal60;
	reg [5:0]count;
	output [6:0]led2,led1;
	reg [5:0]count_dis;
	integer count50;
	wire [3:0]out1,out2;
	reg enable;
	always @(posedge clk50, negedge reset)
	begin
		if(~reset)
			begin
				count <= 0;
				equal60 <= 0;
				count50 <= 0;
				enable <= 0;
			end
		else if(~control1 && ~enable)
			begin
				enable <= 1;
				if(control0)
					begin
						count <=  count + 1;
						if(count>=60) count <= 0;
					end
				else
					begin
						count <= count - 1;
						if(count==0) count <= 59;
					end
			end
		else if(control1 && enable)
			begin
				enable <= 0;
			end
		else if(~disable_clk)
			begin
							if(count50 > 49999999 ) 
					begin
						count50 <= 0;
						if(count == 59)
							begin
								equal60 <= 1;
								count <= count +1;
							end
						else if(count == 60)
								count <= 1;
						else
							begin
								equal60 <= 0;
								count <= count + 1;
							end
					end
				else count50 <= count50 + 1;
			end
	end
	always@(count)
	begin
		if(count == 60)
			count_dis <= 0;
		else
			count_dis <= count;
	end
	separate A(count_dis,out1,out2);
	led7_decoder B(1,out1,led1);
	led7_decoder C(1,out2,led2);
endmodule   
module separate(in, out1, out2);
	input [5:0]in;
	output reg [3:0]out1,out2;
	always @ (in)
	begin 
		if(in<=9)
			{out2,out1} = in;
		else if(in<=19)
			{out2,out1} = in+ 6;
		else if(in<=29)
			begin
				out2 = 2;
				out1 = in - 20;
			end
		else if(in<=39)
			begin
				out2 = 3;
				out1 = in-30;
			end
		else if(in<=49)
			begin
				out2 = 4;
				out1 = in-40;
			end
		else if(in<=59)
			begin
				out2 = 5;
				out1 = in-50;
			end
		else if(in<=69)
			begin
				out2 = 6;
				out1 = in-60;
			end
	end
endmodule 
==> flow/run.sh <==
#!/bin/bash
# OpenROAD 26Q1-2900-gdf79404cd8, Yosys 0.63+post, stock flow scripts
make -C /OpenROAD-flow-scripts/flow DESIGN_CONFIG=/design/flow/config.mk WORK_HOME=/design/flow/orfs finish
==> flow/config.mk <==
export PLATFORM = sky130hd
export DESIGN_NAME = second
export DESIGN_NICKNAME = second
export VERILOG_FILES = /design/flow/design.v
export SDC_FILE = /design/flow/constraint.sdc
export NUM_CORES = 4
export LEC_CHECK = 1
export CORE_UTILIZATION = 40
==> flow/constraint.sdc <==
current_design second

set clk_period 4.5
set clk_io_pct 0.2

create_clock -name clk0 -period $clk_period [get_ports {clk50}]

set non_clock_inputs [all_inputs -no_clocks]
set_input_delay [expr $clk_period * $clk_io_pct] -clock clk0 $non_clock_inputs
set_output_delay [expr $clk_period * $clk_io_pct] -clock clk0 [all_outputs]
==> results.py <==
# Generated from Yosys and OpenROAD reports
metrics = {
    "finish": {
        "fillCellCount": 699,
        "final_cell_count_no_fill": 496,
        "drive_above_1_share": 0.111,
        "fin_util": 0.482,
        "comb_area_um2": 2030,
        "seq_area_um2": 1000,
        "syn_to_final_growth_pct": 13.9,
    },
    "die": {
        "die_height_um": 90.5,
        "ios": 20,
        "chipArea_um2": 8190,
        "core_um2": 7410,
        "die_x_um": 90.5,
        "fp_util": 0.423,
        "row_count": 31,
    },
    "clocking": {
        "htreeDepth": 2,
        "postCtsHoldBufs": 0,
        "cts_buffers": 5,
        "post_cts_buffers": 0,
        "max-clock-path-buffers": 2,
        "cts.clk_slew.worst_paths_ps": 80,
        "clk_latency_ps": 300,
        "cts_root_buf": "clkbuf_8",
        "cts_tree": "done",
        "clock_sinks": 40,
    },
    "critical_path": {
        "endpoint_kind": "output pin",
        "worstSetupPathType": "flip-flop to output pin",
        "path_max_fanout": 8,
        "arrival_ps": 3320,
        "cp-start-kind": "flip-flop",
        "required_ps": 3600,
        "reg2reg_slack_ps": 2110,
    },
    "global_route": {
        "grt_pass1_vias": 2415,
        "grt-ovfl-total": 0,
        "antenna_found_initial": 0,
        "grt_max_degree": 41,
        "grt.total_usage": 0.173,
        "grt_pass1_wl_um": 11500,
    },
    "placement": {
        "dp_cells": 488,
        "portBuffers": 19,
        "dp_hpwl_um": 4940,
        "gp_congestion": 0.951,
    },
    "timing": {
        "hold_violations": 0,
        "worst_slew_pin_slew_ps": 611,
        "fmax_ghz": 0.237,
        "fin_hold_ws_ps": 487,
        "slew_headroom": 0.592,
        "fin_skew_ps": 10.7,
        "setup_viol": 0,
        "period_needed_ps": 4220,
        "fin_crit_sh": 0.938,
        "slew_viol_final": 0,
    },
    "detailed_routing": {
        "routed_via_density": 5.36,
        "drc": 0,
        "num_antenna_cells": 0,
        "ant_nets": 0,
        "routed_wl_um": 6690,
        "drt_iter0_markers": 112,
        "wire_per_inst_um": 13.5,
        "drt-pass1-iter-count": 4,
        "dr_total_vias": 2658,
    },
    "yosys": {
        "avgSynthCellArea_um2": 8.43,
        "ys_chip_area_um2": 3130,
        "ys_warn_count": 4,
        "synth.cell_area_um2": 3130,
        "ys_async_sr_fraction": 1.00,
        "ys_seq_frac": 0.319,
        "synthCells": 372,
        "synth_flops": 40,
        "synth.distinct_cells": 63,
        "ys_cells": 372,
        "flop_cell": "dfrtp_1",
        "edf_count": 0,
    },
    "power_and_ir_drop": {
        "p_leak_nw": 1.55,
        "power.density_nw_per_um2": 648,
        "irDropWorstVdd_v": 0.000279,
    },
    "job": {
        "warnings": 37,
        "drv_cap": 0,
    },
    "min_path": {
        "hold_class": "flip-flop to flip-flop",
    },
    "status": {
        "status": "completed",
    },
}
path summary, 6_finish.rpt:
check | endpoint | start | depth (start not counted)
setup / recovery | led1[3] | count[1] | 13
hold / removal | count50[6] | count50[6] | 1
setup reg to reg | count50[29] | enable | 9
hold reg to reg | count50[6] | count50[6] | 1
max in group asynchronous | count[0] | reset | 2
min in group asynchronous | count50[10] | reset | 2
layout make-up:
class / instances / area share
clock buffer: 6 / 0.0231
clock inverter: 2 / 0.00386
inverter: 18 / 0.0189
multi-input combinational: 304 / 0.570
sequential: 40 / 0.281
tap: 99 / 0.0347
timing repair buffer: 27 / 0.0687
cell usage in the layout (no fill, tap or decap), types with 4 or more instances in the layout:
cell,netlist,final
and3_1,12,12
clkdlybuf4s50_1,0,18
buf_4,4,8
nand2b_1,4,4
xnor2_1,14,14
nor2_1,43,43
nand3_1,16,16
xor2_1,10,10
nor2b_1,5,5
o21ai_0,27,27
inv_1,17,17
nor3_1,8,8
o31ai_1,4,4
a31oi_1,4,4
ha_1,20,19
clkbuf_8,0,6
a21o_1,5,5
nand2_1,41,41
dfrtp_1,40,39
a21oi_1,22,22
and4_1,4,4
nand4_1,6,6
and2_1,6,6
critical path, cell delays in order, from the launching register on:
cell and delay (ps):
dfrtp_1 430, inv_1 200, ha_4 220, nand4_4 140
nand2_1 170, inv_1 70, ha_1 320, a22oi_1 170
o22ai_1 140, a31oi_4 240, inv_2 70, a21o_1 170
a211oi_2 200, clkdlybuf4s50_1 480
Yosys cell counts (2+ instances only):
cell / number / area [µm²]
and2_1: 6 / 37.5
nand4_1: 6 / 37.5
and4_1: 4 / 35.0
buf_2: 3 / 15.0
and3_1: 12 / 75.1
nor2_1: 43 / 161
xnor2_1: 14 / 123
nor4_1: 3 / 18.8
dfrtp_1: 40 / 1000
a21o_1: 5 / 37.5
a22o_1: 3 / 26.3
nand3_1: 16 / 80.1
o21ai_0: 27 / 135
a211oi_4: 2 / 40.0
nand2_1: 41 / 154
a21oi_2: 2 / 17.5
inv_1: 17 / 63.8
a21oi_1: 22 / 110
o31ai_1: 4 / 30.0
a221oi_1: 2 / 17.5
xor2_1: 10 / 87.6
a211oi_2: 2 / 25.0
or3_1: 2 / 12.5
nor2_2: 2 / 12.5
a31oi_4: 2 / 42.5
a31oi_1: 4 / 25.0
a22oi_1: 3 / 22.5
buf_4: 4 / 30.0
nor3_1: 8 / 40.0
nor2b_1: 5 / 31.3
o22ai_1: 2 / 12.5
nand2b_1: 4 / 25.0
ha_1: 20 / 250
o21ai_2: 3 / 26.3
per-layer routing:
metal | track usage | up-vias | wire [µm]
li1 | - | 1373 | -
met1 | 0.283 | 1228 | 3500
met2 | 0.254 | 44 | 2910
met3 | 0.0222 | 13 | 201
met4 | 0.0242 | 0 | 85
met5 | 0 | - | 0
cell families (layout without fill, tap and decap cells):
logic type / Yosys count / after routing / synth area share
compound gates: 95 / 95 / 0.223
xor+xnor: 25 / 25 / 0.0723
fa+ha+maj: 20 / 20 / 0.0798
buf+inv: 28 / 53 / 0.0423
flops: 40 / 40 / 0.319
mux: 1 / 1 / 0.00359
simple gates: 163 / 163 / 0.260
through the flow:
stage          total power, mW  TNS, ps  setup slack (ps)  area, µm²
2_1_floorplan             1.48        0              1160       3130
3_3_place_gp              2.02        0               442       3440
3_5_place_dp              2.03        0               385       3440
4_1_cts                   2.30        0              49.7       3530
5_1_grt                   2.53    -18.2             -9.64       3570
6_report                  2.31        0               277       3570
timing repair:
action                                  CTS  global route
endpoints found under the setup margin    0             6
endpoints found under the hold margin     0             0
resized                                   0             5
sequential cells by signal, indices dropped and copies added (netlist names):
name and cells:
count 6, count50 32, enable 1, equal60 1
where the power goes:
group | total, mW | switching (mW) | internal [mW]
clock | 0.255 | 0.129 | 0.125
combinational | 1.59 | 0.790 | 0.798
sequential | 0.471 | 0.0591 | 0.412
total | 2.31 | 0.978 | 1.34
No activity file was given, so power comes from the tool's default toggle rates.
